==> design.v <==
interface data_memory_if;
    logic [3:0] WriteEnable; 
    logic [11:2] addr_out;  
    logic [31:0] data_in;  
    logic [31:0] data_out;  
    modport cpu (
        output WriteEnable,
        output addr_out,
        output data_out,
        input data_in
    );
    modport mem (
        input WriteEnable, 
        input addr_out,
        input data_out,
        output data_in
    );
endinterface  
interface instr_memory_if;
    logic [31:0] pc;
    logic [31:0] instr;
    modport user (
        output pc,
        input instr
    );
    modport mem (
        input pc,
        output instr
    );
endinterface  
`timescale 1ns/1ps
typedef enum logic [1:0] {
    NO_FORWARD = 2'b00,
    FORWARD_MEM = 2'b01,
    FORWARD_WB = 2'b10
} forwarding_t;
typedef struct packed {
    logic RegWrite;
    logic [31:0] alu_result;
    logic [4:0]  rd_addr;
} mem_forwarding_input_t;
typedef struct packed {
    logic RegWrite;
    logic [31:0] rd_data;
    logic [4:0]  rd_addr;
} wb_forwarding_input_t;
typedef struct packed {
    logic [4:0] rs1_addr;
    logic [4:0] rs2_addr;
} ex_forwarding_input_t;
typedef struct packed {
    logic [31:0] mem;
    logic [31:0] wb;
} forwarding_data_output_t;
interface forwarding_if;
    mem_forwarding_input_t mem;
    wb_forwarding_input_t wb;
    ex_forwarding_input_t ex;
    forwarding_data_output_t data;
    forwarding_t rs1;
    forwarding_t rs2;
    modport mem_stage (
        output mem
    );
    modport wb_stage (
        output wb
    );
    modport control (
        input ex,
        input mem,
        input wb,
        output data,
        output rs1,
        output rs2
    );
    modport ex_stage (
        output ex,
        input data,
        input rs1,
        input rs2
    );
endinterface  
`timescale 1ns/1ps
module pc #(parameter WIDTH = 32) (
    input  logic clk,
    input  logic reset,
    input  logic update_n,  
    input  logic [WIDTH-1:0] pc_in,
    output logic [WIDTH-1:0] pc_out
);
    always_ff @(posedge clk or posedge reset) begin
        if (reset) begin
            pc_out <= 0;
        end else if (update_n) begin
            pc_out <= pc_out;
        end else begin
            pc_out <= pc_in;
        end 
    end
endmodule
==> run.sh <==
#!/bin/bash
# OpenROAD 26Q1-2900-gdf79404cd8, Yosys 0.63+post, stock flow scripts
make -C /OpenROAD-flow-scripts/flow DESIGN_CONFIG=/design/flow/config.mk WORK_HOME=/design/flow/orfs finish
==> config.mk <==
export PLATFORM = sky130hd
export DESIGN_NAME = pc
export DESIGN_NICKNAME = pc
export VERILOG_FILES = /design/flow/design.v
export SDC_FILE = /design/flow/constraint.sdc
export NUM_CORES = 4
export LEC_CHECK = 1
export CORE_AREA = 10 10 98 98
export DIE_AREA = 0 0 108 108
==> constraint.sdc <==
current_design pc

set clk_period 1.5
set clk_io_pct 0.2

create_clock -name clk0 -period $clk_period [get_ports {clk}]

set non_clock_inputs [all_inputs -no_clocks]
set_input_delay [expr $clk_period * $clk_io_pct] -clock clk0 $non_clock_inputs
set_output_delay [expr $clk_period * $clk_io_pct] -clock clk0 [all_outputs]
==> COMMIT_EDITMSG <==
Refresh implementation metrics

- The final timing report counts setup violations totalling 0.
- Sink count of the clock tree: 32
- Wire length on met3: 215 um
- At the pin with the least slew margin, the transition time is 0.253 ns.
- Startpoint of the most critical register-to-register path: pc_out[15]$_DFFE_PP0N_
- Cell chain of the critical path: clkdlybuf4s50_1
- Total number of vias: 817
* Top logic cell by instance count in the layout: sky130_fd_sc_hd__clkdlybuf4s50_1
* Post-CTS setup buffers: 0
- Per the detail_route report, vias per standard cell equal 3.36.
- The chip occupies 11700 um2.
- The worst setup path is captured at an output pin.
* Minimum clock period after layout: 1.43 ns
* Diodes inserted: 0
* Share of the core filled by cells before placement: 17.6%
- The launch point of the critical path was reported as pc_out[15]$_DFFE_PP0N_.
- The tree is rooted in a sky130_fd_sc_hd__clkbuf_8.
* Unique masters post-synth: 6
- For this run, the register share of the synthesized area comes to 59.4%.
* Top layer reached by signal wires: met4
- Status: completed
* Iteration tally of the first detailed-router pass: 3
* CTS tree: yes
* Number of max-cap violations: 0
- Entering global routing, the biggest net connects 33 pins.
- Relative to the synthesized area, the layout overhead comes to 63.7%.
- The vertical die dimension reported for this design is 108 um.
- For reference, the final report shows the max-slew violation count at 0.
- Cells with a size suffix above 1 make up 29.8% of the layout.
- Yosys chip area: 1350 um2
- Synthesis produced a netlist whose cell count is 69.
- For this design the top-level I/O count stands at 67.
* Hold-fix buffers at CTS: 0
* OpenROAD warning count: 25
* Gp weighted congestion: 0.647
* Post-cts repair resize count: 0
- Nets still carrying antenna violations after routing amount to 0.
* First-pass GRT wire length: 5210 um
- Req. time, crit path: 1.20 ns
- After legalization and detailed placement, the total HPWL measured 2420 um.
- The cell family contributing the most delay on the critical path is buffers and inverters.
- In this run the worst path has a maximum fanout of 2.
- Worst Path Buf+Inv: 1
- Critical Path Stages: 1
* Clock-pin slew reported for the worst setup and hold paths after clock tree synthesis: 0.07 ns
- The via count of the first global-routing pass was 926.
- Number of endpoints with negative hold slack in the final report: 0
- Number of placement rows: 32
* Skew-Pair Late Insertion Delay: 0.27 ns
- Power consumption: 2.26 mW
- Detailed-routed wire length on met2: 1580 um
* Unrepaired setup endpoints after global routing: no
- Most frequent cells in the layout: sky130_fd_sc_hd__clkdlybuf4s50_1, sky130_fd_sc_hd__dfrtp_1, sky130_fd_sc_hd__mux2_4, sky130_fd_sc_hd__clkbuf_8
* Biggest cell delay along the critical path: 0.48 ns
- Top register by number of flip-flops: pc_out
- Worst clock skew: 0 ns
- R2R setup slack: 0.73 ns
- The placement report lists the number of port buffers as 66.
- Worst Reg-to-Reg Cells: 1
- HP Class: in -> async
* Slew headroom: 83.1%
- Maximum frequency from static timing analysis: 697 MHz
- Adding up every negative setup slack in the final design gives 0 ns.
- Max Buffers Root-to-Sink: 2
* Critical Path Slowest Stage Cell: sky130_fd_sc_hd__clkdlybuf4s50_1
* Mapped Area: 1350 um2
* Data arrival at the endpoint of the critical path: 1.13 ns
* Crit share post-route: 95.7%
- Hold Slack: 0.368 ns
- Pwr/cell area: 1020 nW/um2
- Global routing consumed, over all layers together, 5.54% of the routing resources.
- Cell total in the yosys stat output: 69
- The detailed router reported a total wirelength of 3380 um.
* Antenna violations before repair: 0
- Chip width: 108 um
- The leakage component of the power was reported as 0.966 nW.
- Worst Path Class, Setup: reg -> out
* Critical path launch point type: register
* Met1 wire length: 1530 um
- Synthesized registers: 32
- The number of clock buffers added by TritonCTS is 5.
- Warnings reported by Yosys during synthesis add up to 1.
* Placeable core region: 7650 um2
* Post-synthesis average cell area: 19.5 um2
- Number of H-tree levels: 2
* Global route total overflow: 0
* Post-detailed-route DRC marker count: 0
- The largest registers in the layout are pc_out x32.
- Violation tally from detailed-route iteration zero: 12
- Across the VDD grid, the largest voltage drop is 379 uV.
- Routed length per placed instance: 13.9 um
- Flip-flop count of the largest register, all copies and words added: 32
cell families (layout without fill, tap and decap cells):
group	after synthesis	in the layout	synth area share, %
DFF	32	32	59.4
muxes	32	32	35.1
buffers and inverters	5	77	5.57
path summary, 6_finish.rpt:
check	endpoint
setup / recovery	pc_out[15]
hold / removal	pc_out[20]$_DFFE_PP0N_
setup reg to reg	pc_out[15]$_DFFE_PP0N_
hold reg to reg	pc_out[2]$_DFFE_PP0N_
max in group asynchronous	pc_out[31]$_DFFE_PP0N_
min in group clk0	pc_out[2]$_DFFE_PP0N_
synthesized netlist by cell type (all sizes together):
cell type / n / area (um2)
mux2: 32 / 473
dfrtp: 32 / 801
inv: 1 / 3.75
buf: 4 / 71.3
power breakdown:
group	switching [mW]	internal (mW)	leakage (nW)	total, mW
sequential	0.0478	0.949	0.374	0.997
combinational	0.0910	0.348	0.536	0.439
clock	0.330	0.493	0.0552	0.823
total	0.469	1.79	0.966	2.26
layout make-up:
| class | count | area [um2] |
|---|---|---|
| tap | 102 | 128 |
| clock inverter | 2 | 35.0 |
| sequential | 32 | 801 |
| clock buffer | 6 | 72.6 |
| fill | 746 | 5440 |
| timing repair buffer | 68 | 696 |
| inverter | 1 | 3.75 |
| multi-input combinational | 32 | 473 |
routing by layer:
layer  vias up  global-route usage (%)
li1        377                       -
met1       405                    7.91
met2        31                    8.36
met3         4                    1.51
met4         0                    1.05
met5         -                       0
per-stage QoR:
| stage | util [%] | instances | cell area (um2) | worst slack (ns) |
|---|---|---|---|---|
| 2_1_floorplan | - | 69 | 1350 | 0.509 |
| 3_3_place_gp | 27.5 | 235 | 2100 | 0.351 |
| 3_5_place_dp | 27.5 | 235 | 2100 | 0.344 |
| 4_1_cts | 28.9 | 243 | 2210 | 0.0502 |
| 5_1_grt | 28.9 | 243 | 2210 | 0.0159 |
| 6_report | 28.9 | 243 | 2210 | 0.0652 |
Power is estimated from default activity; no workload was simulated.
