**/design/flow/design.v**
```verilog
interface data_memory_if;
    logic [3:0] WriteEnable; 
    logic [11:2] addr_out;  
    logic [31:0] data_in;  
    logic [31:0] data_out;  
    modport cpu (
        output WriteEnable,
        output addr_out,
        output data_out,
        input data_in
    );
    modport mem (
        input WriteEnable, 
        input addr_out,
        input data_out,
        output data_in
    );
endinterface  
interface instr_memory_if;
    logic [31:0] pc;
    logic [31:0] instr;
    modport user (
        output pc,
        input instr
    );
    modport mem (
        input pc,
        output instr
    );
endinterface  
`timescale 1ns/1ps
typedef enum logic [1:0] {
    NO_FORWARD = 2'b00,
    FORWARD_MEM = 2'b01,
    FORWARD_WB = 2'b10
} forwarding_t;
typedef struct packed {
    logic RegWrite;
    logic [31:0] alu_result;
    logic [4:0]  rd_addr;
} mem_forwarding_input_t;
typedef struct packed {
    logic RegWrite;
    logic [31:0] rd_data;
    logic [4:0]  rd_addr;
} wb_forwarding_input_t;
typedef struct packed {
    logic [4:0] rs1_addr;
    logic [4:0] rs2_addr;
} ex_forwarding_input_t;
typedef struct packed {
    logic [31:0] mem;
    logic [31:0] wb;
} forwarding_data_output_t;
interface forwarding_if;
    mem_forwarding_input_t mem;
    wb_forwarding_input_t wb;
    ex_forwarding_input_t ex;
    forwarding_data_output_t data;
    forwarding_t rs1;
    forwarding_t rs2;
    modport mem_stage (
        output mem
    );
    modport wb_stage (
        output wb
    );
    modport control (
        input ex,
        input mem,
        input wb,
        output data,
        output rs1,
        output rs2
    );
    modport ex_stage (
        output ex,
        input data,
        input rs1,
        input rs2
    );
endinterface  
`timescale 1ns/1ps
typedef logic [31:0] register_t;
typedef union packed {
    struct packed {
        register_t x1;   
        register_t x2;   
        register_t x3;   
        register_t x4;   
        register_t x5;   
        register_t x6;   
        register_t x7;
        register_t x8;   
        register_t x9;
        register_t x10;  
        register_t x11;
        register_t x12;
        register_t x13;
        register_t x14;
        register_t x15;
        register_t x16;  
        register_t x17;
        register_t x18;  
        register_t x19;
        register_t x20;
        register_t x21;
        register_t x22;
        register_t x23;
        register_t x24;
        register_t x25;
        register_t x26;
        register_t x27;
        register_t x28;  
        register_t x29;
        register_t x30;
        register_t x31;
    } reg_name;  
    struct packed {
        register_t ra;   
        register_t sp;   
        register_t gp;   
        register_t tp;   
        register_t t0;   
        register_t t1;   
        register_t t2;
        register_t s0;   
        register_t s1;
        register_t a0;   
        register_t a1;
        register_t a2;
        register_t a3;
        register_t a4;
        register_t a5;
        register_t a6;   
        register_t a7;
        register_t s2;   
        register_t s3;
        register_t s4;
        register_t s5;
        register_t s6;
        register_t s7;
        register_t s8;
        register_t s9;
        register_t s10;
        register_t s11;
        register_t t3;   
        register_t t4;
        register_t t5;
        register_t t6;
    } abi;  
    register_t [1:31] id;   
} register_file_t;
module regs(
    input wire clk, rst,
    input wire reg_write,
    input wire [4:0] rs1_addr, rs2_addr, wt_addr,
    input wire [31:0] wt_data,
    output wire [31:0] rs1_data, rs2_data
);
    register_file_t register;  
    assign rs1_data = (rs1_addr == 0) ? 0 : register.id[rs1_addr];
    assign rs2_data = (rs2_addr == 0) ? 0 : register.id[rs2_addr];
    integer i;
    always_ff @(negedge clk or posedge rst) begin
        if (rst == 1) begin
            for (i = 1; i < 32; i = i + 1)
                register.id[i] <= 0;  
        end else if ((wt_addr != 0) && (reg_write == 1))
            register.id[wt_addr] <= wt_data;  
    end
endmodule
```
**/design/flow/run.sh**
```bash
#!/bin/bash
# OpenROAD 26Q1-2900-gdf79404cd8, Yosys 0.63+post, stock flow scripts
make -C /OpenROAD-flow-scripts/flow DESIGN_CONFIG=/design/flow/config.mk WORK_HOME=/design/flow/orfs finish
```
**/design/flow/config.mk**
```make
export PLATFORM = sky130hd
export DESIGN_NAME = regs
export DESIGN_NICKNAME = regs
export VERILOG_FILES = /design/flow/design.v
export SDC_FILE = /design/flow/constraint.sdc
export NUM_CORES = 4
export LEC_CHECK = 1
export CORE_UTILIZATION = 50
```
**/design/flow/constraint.sdc**
```tcl
current_design regs

set clk_period 9.6
set clk_io_pct 0.2

create_clock -name clk0 -period $clk_period [get_ports {clk}]

set non_clock_inputs [all_inputs -no_clocks]
set_input_delay [expr $clk_period * $clk_io_pct] -clock clk0 $non_clock_inputs
set_output_delay [expr $clk_period * $clk_io_pct] -clock clk0 [all_outputs]
```
==> impl_metrics.yaml <==
# physical design summary
status:
  outcome: "finished with violations"
  failed_checks: "setup timing"
floorplanning:
  die_y_um: 333.3
  die_area_sq_um: 111100
  fp.coreArea_sq_um: 108900
  ioPinCount: 114
  die_x_um: 333.3
  initCoreUtil: 0.5042
  rows: 121
hold_path:
  hp-class: "reg2reg"
  worstHoldStart: "register[529]"
clocking:
  cts-root-buf: "clkbuf_16"
  cts_sinks: 992
  htreeDepth: 3
  path_clk_slew_ns: 0.04
  cts_tree: "built"
  cts_buffers: 109
  cts_buffer_depth: 3
  clock_latency_ns: 0.64
detailed_routing:
  drc: 0
  dr.first_iter.drc_count: 2446
  drt-pass1-iter-count: 5
  vias: 37488
  ant_nets: 0
  post_drt_wl_per_cell_um: 33.95
  routed_wl_um: 186500
  via_per_inst: 6.826
synthesis:
  netlist_instances: 3872
  synth_flops: 992
  yosysChipArea_sq_um: 54880
  synth_warnings: 1
  synth-edff-count: 0
  yosys.stat.seqShare: 0.4523
  ys_cells: 3872
  syn_area_per_cell_sq_um: 14.17
  ys.flop_type: "dfrtn_1"
  synth_cell_types: 79
  synth_area_sq_um: 54880
  async_flop_share: 1.000
place:
  placed_cells: 5227
  gp_congestion: 0.8842
  place_area_sq_um: 59140
  place_hpwl_um: 107500
  port_buffers: 113
power:
  total_power_mw: 14.16
  p_leak_nw: 29.16
  power_density_nw_per_um2: 219.2
  irDropWorstVdd_mv: 0.1554
critical_path:
  worst-setup-path-type: "in2reg"
  critPathLaunch: "wt_addr[1]"
  critPathMaxFanout: 22
  start_kind: "input port"
  cp-end-kind: "register"
  cp.required_ns: 5.29
  worst_ep_arrival_time_ns: 5.81
  r2r_start: "register[541]"
finish:
  mostFrequentLayoutCells: "dfrtn_1, mux2_2, mux4_2"
  drive_gt1_frac: 0.4991
  finalNonFillerCells: 5492
  stdcell_area_sq_um: 64570
  largest_reg_flops: 992
  area_growth_pct: 17.66
  postLayoutCoreUtil: 0.5932
  lay_top_count: "dfrtn_1"
timing:
  slew_viol_final: 0
  slew_headroom: 0.3882
  skew_ns: 0
  setup_slack_ns: -0.5175
  hold_viol: 0
  tightest_slew_ns: 0.9107
  rsz0062_at_grt: "true"
  finalSetupViolCount: 1010
  fin_hold_ws_ns: 0.4546
global_route:
  gr-max-usage-layer: "met2"
  grtUsageMet1: 0.4827
  gr-usage-all-layers: 0.3581
  grt_pass1_wl_um: 272100
  globalRouteMet2Util: 0.5140
  grtUsageMet3: 0.1888
  grt-ovfl-total: 0
  grt_max_degree: 132
  first_global_vias: 40508
  antenna_found_initial: 2
job:
  tool_warnings: 38
  max_cap_viol_count: 0
[synthesized netlist by cell type (11+ instances only)]
cell type,n,area [sq um]
a2111oi_0,27,236.5
a211oi_1,12,90.09
a21oi_1,61,305.3
a221oi_1,27,236.5
a31oi_1,57,356.6
buf_1,47,176.4
buf_2,104,520.5
buf_4,21,157.7
clkbuf_1,261,979.7
dfrtn_1,992,24820
inv_1,37,138.9
mux2_1,169,1903
mux2_2,904,10180
mux2i_1,74,740.7
mux4_2,447,10070
nand2_1,132,495.5
nand3_1,16,80.08
nor2_1,55,206.5
nor3_1,11,55.05
nor4_1,61,381.6
o2111a_1,26,292.8
o211ai_1,13,97.59
o21ai_0,114,570.6
o22a_1,26,227.7
o22ai_1,33,206.5
[worst paths after layout]
check / endpoint / slack [ns] / cells after the start
worst max-delay path: register[683] / -0.52 / 21
worst min-delay path: register[529] / 0.45 / 1
worst max register to register: register[541] / 8.76 / 1
worst min register to register: register[529] / 0.45 / 1
max in group asynchronous: register[408] / 1.96 / 4
min in group asynchronous: register[285] / 6.69 / 3
[cell type report]
cell class / instances / area, sq um
fillers: 7851 / 44280
multi-input cells: 2407 / 29020
flip-flops and latches: 992 / 24820
repair buffers: 433 / 4841
clock buffers: 153 / 3213
well taps: 1414 / 1769
clock inverters: 53 / 753.2
inverters: 39 / 155.1
diodes: 1 / 2.502
[power by group]
group / internal [mW] / switching, mW / leakage, nW / total (mW)
sequential: 5.27 / 0.712 / 13.3 / 5.99
combinational: 2.10 / 1.50 / 13.9 / 3.60
clock: 2.77 / 1.81 / 1.95 / 4.58
total: 10.1 / 4.02 / 29.2 / 14.2
[layer usage]
layer / share of wire / wire, um / vias to the layer above
li1: - / - / 15317
met1: 0.36 / 67720 / 19621
met2: 0.45 / 84550 / 2069
met3: 0.13 / 24510 / 472
met4: 0.050 / 9343 / 9
met5: 0.0019 / 361 / -
[stage by stage]
stage | setup slack [ns] | TNS, ns
2_1_floorplan | -10.41 | -
3_3_place_gp | -1.579 | -1413.91
3_5_place_dp | -1.570 | -1342.06
4_1_cts | -0.5502 | -294.40
5_1_grt | -0.6128 | -450.72
6_report | -0.5175 | -307.33
[kinds of logic (layout without fill, tap and decap cells)]
group	Yosys count	in the layout	share of synthesized area
XOR/XNOR	9	9	0.001436
adder cells (fa/ha/maj)	10	10	0.002280
AND/OR/NAND/NOR	338	338	0.03153
multiplexers	1594	1594	0.4171
flip-flops	992	992	0.4523
other	0	1	0
AND-OR/OR-AND	456	456	0.05909
buffers and inverters	473	678	0.03629
[worst max-delay path: stages]
cell and delay, ns:
buf_8 0.08, inv_4 0.03, ha_4 0.26, or3b_4 0.38, o211a_4 0.16, nor3_4 0.19, buf_6 0.13, o2111ai_4 0.15
inv_2 0.10, ha_4 0.20, and4b_1 0.26, nand3_2 0.09, a211o_4 0.38, buf_6 0.14, buf_4 0.13, nor3b_2 0.19
buf_4 0.17, buf_4 0.11, nand3_2 0.09, buf_12 0.22, mux2_2 0.33
[timing repair]
action                      CTS  global route
pin swaps                    13            12
cloned                       14            12
resized                     106            76
setup endpoints to repair  1010          1035
setup buffers                27            13
hold buffers                  0             0
Power is estimated from default activity; no workload was simulated.
